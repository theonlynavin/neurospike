File: /design/flow/run.sh
#!/bin/bash
# OpenROAD 26Q1-2900-gdf79404cd8, Yosys 0.63+post, stock flow scripts
make -C /OpenROAD-flow-scripts/flow DESIGN_CONFIG=/design/flow/config.mk WORK_HOME=/design/flow/orfs finish
File: /design/flow/config.mk
export PLATFORM = sky130hd
export DESIGN_NAME = brentkung_64bit
export DESIGN_NICKNAME = brentkung_64bit
export VERILOG_FILES = /design/flow/design.v
export SDC_FILE = /design/flow/constraint.sdc
export NUM_CORES = 4
export LEC_CHECK = 1
export CORE_UTILIZATION = 40
File: /design/flow/constraint.sdc
current_design brentkung_64bit

set clk_period 13.7
set clk_io_pct 0.2

create_clock -name clk0 -period $clk_period

set non_clock_inputs [all_inputs -no_clocks]
set_input_delay [expr $clk_period * $clk_io_pct] -clock clk0 $non_clock_inputs
set_output_delay [expr $clk_period * $clk_io_pct] -clock clk0 [all_outputs]
File: /design/flow/design.v
module brentkung_32bit (
    input [31:0] a, b,    
    input cin,            
    output [31:0] sum,    
    output cout           
);
    wire [31:0] carry;                         
    wire [31:0] generate_g, propagate_p;       
    wire [15:0] generate_g2, propagate_p2;     
    wire [7:0] generate_g3, propagate_p3;      
    wire [3:0] generate_g4, propagate_p4;      
    wire [1:0] generate_g5, propagate_p5;      
    wire generate_g6, propagate_p6;            
    assign generate_g = a & b;                 
    assign propagate_p = a ^ b;                
    genvar i, j, k, l, m, n, s; 
    generate
        for (j = 0; j < 16; j = j + 1) begin: stage_2bit
            g2bits gen2bit (.g2(generate_g[2*j+1:2*j]), .p2(propagate_p[2*j+1]), .g2o(generate_g2[j]));
            p2bits prop2bit (.p2(propagate_p[2*j+1:2*j]), .p2o(propagate_p2[j]));
        end
        for (k = 0; k < 8; k = k + 1) begin: stage_4bit
            g2bits gen4bit (.g2(generate_g2[2*k+1:2*k]), .p2(propagate_p2[2*k+1]), .g2o(generate_g3[k]));
            p2bits prop4bit (.p2(propagate_p2[2*k+1:2*k]), .p2o(propagate_p3[k]));
        end
        for (l = 0; l < 4; l = l + 1) begin: stage_8bit
            g2bits gen8bit (.g2(generate_g3[2*l+1:2*l]), .p2(propagate_p3[2*l+1]), .g2o(generate_g4[l]));
            p2bits prop8bit (.p2(propagate_p3[2*l+1:2*l]), .p2o(propagate_p4[l]));
        end
        for (m = 0; m < 2; m = m + 1) begin: stage_16bit
            g2bits gen16bit (.g2(generate_g4[2*m+1:2*m]), .p2(propagate_p4[2*m+1]), .g2o(generate_g5[m]));
            p2bits prop16bit (.p2(propagate_p4[2*m+1:2*m]), .p2o(propagate_p5[m]));
        end
    endgenerate
    g2bits gen32bit (.g2(generate_g5[1:0]), .p2(propagate_p5[1]), .g2o(generate_g6));
    p2bits prop32bit (.p2(propagate_p5[1:0]), .p2o(propagate_p6));
    assign carry[0] = cin;                                     
    assign cout = generate_g6 | (propagate_p6 & cin);          
    assign carry[16] = generate_g5[0] | (propagate_p5[0] & cin);
    assign carry[8] = generate_g4[0] | (propagate_p4[0] & cin);
    assign carry[4] = generate_g3[0] | (propagate_p3[0] & cin);
    assign carry[2] = generate_g2[0] | (propagate_p2[0] & cin);
    assign carry[1] = generate_g[0] | (propagate_p[0] & cin);
    assign carry[12] = generate_g3[2] | (propagate_p3[2] & carry[8]);
    assign carry[20] = generate_g3[4] | (propagate_p3[4] & carry[16]);
    assign carry[3] = generate_g[2] | (propagate_p[2] & carry[2]);
    assign carry[24] = generate_g4[2] | (propagate_p4[2] & carry[16]);
    assign carry[28] = generate_g3[6] | (propagate_p3[6] & carry[24]);
    assign carry[6] = generate_g2[2] | (propagate_p2[2] & carry[4]);
    assign carry[10] = generate_g2[4] | (propagate_p2[4] & carry[8]);
    assign carry[14] = generate_g2[6] | (propagate_p2[6] & carry[12]);
    assign carry[18] = generate_g2[8] | (propagate_p2[8] & carry[16]);
    assign carry[22] = generate_g2[10] | (propagate_p2[10] & carry[20]);
    assign carry[26] = generate_g2[12] | (propagate_p2[12] & carry[24]);
    assign carry[30] = generate_g2[14] | (propagate_p2[14] & carry[28]);
    assign carry[5] = generate_g[4] | (propagate_p[4] & carry[4]);
    assign carry[7] = generate_g[6] | (propagate_p[6] & carry[6]);
    assign carry[9] = generate_g[8] | (propagate_p[8] & carry[8]);
    assign carry[11] = generate_g[10] | (propagate_p[10] & carry[10]);
    assign carry[13] = generate_g[12] | (propagate_p[12] & carry[12]);
    assign carry[15] = generate_g[14] | (propagate_p[14] & carry[14]);
    assign carry[17] = generate_g[16] | (propagate_p[16] & carry[16]);
    assign carry[19] = generate_g[18] | (propagate_p[18] & carry[18]);
    assign carry[21] = generate_g[20] | (propagate_p[20] & carry[20]);
    assign carry[23] = generate_g[22] | (propagate_p[22] & carry[22]);
    assign carry[25] = generate_g[24] | (propagate_p[24] & carry[24]);
    assign carry[27] = generate_g[26] | (propagate_p[26] & carry[26]);
    assign carry[29] = generate_g[28] | (propagate_p[28] & carry[28]);
    assign carry[31] = generate_g[30] | (propagate_p[30] & carry[30]);
    assign sum = a ^ b ^ carry;   
endmodule
module brentkung_64bit (
    input [63:0] a, b,    
    input cin,            
    output [63:0] sum,    
    output cout           
);
    wire cint;
    brentkung_32bit a1(a[31:0], b[31:0], cin, sum[31:0], cint);
    brentkung_32bit a2(a[63:32], b[63:32], cint, sum[63:32], cout);
endmodule
module g2bits(
    input [1:0] g2,      
    input p2,            
    output g2o           
);
    assign g2o = g2[1] | (g2[0] & p2);
endmodule
module p2bits(
    input [1:0] p2,      
    output p2o           
);
    assign p2o = p2[1] & p2[0];
endmodule
==> run notes <==
The final antenna diode count is 0. For the number of placed instances, taps included, the log shows 563. The routed design could run at a clock period as short as 9056 ps.

The post-synthesis cell count from yosys was 292. The area fraction of the largest cell type after synthesis is 29.59%. The effective utilization at floorplan is 42.14%. The clock buffers instantiated in the layout total 0.

The critical path contains buffers and inverters numbering 2 combined. By startpoint and endpoint, the worst setup path is classified as input pin to output pin. The final report lists the setup-violating endpoint count as 0.

For the sequential cell area, the log shows 0 um2. The run gives 29 for the number of standard-cell rows in the floorplan. With the post-route cell area at 4745 um2, the average vias per placed instance is 5.174.

Count of fill cells added during filler insertion: 460. The run gives 9.268 um2 for the average cell area after synthesis. Synthesis handed over a netlist of 292 instances.

The fmax was 110.4 MHz. Type of the most critical hold path: input pin to output pin. The ratio of total power to cell area is 46.27 nW/um2.

Overall routing resource usage recorded by global route was 21.79%. According to the floorplan report, the die height is 84.26 um. The final period utilization was 66.10%. The largest fanout on the critical path was 5. 194 I/O pins were placed.

Dividing the detail-routed wire length by the instance count gives 13.14 um. The run finished with clean final reports. With the arrival time reported for the critical path endpoint at 6320 ps, the post-cts hold-fix buffer tally is 0.

Placed wire-length estimate after detailed placement: 6.902 mm. The final max-slew violation count recorded for this run is 0. The OpenROAD report gives the critical path a required time of 10960 ps.

The type of origin of the critical path is an input pin. Once layout is complete, the utilization of the core stands at 73.87%. Per the OpenROAD floorplan log, the area of the core is 6422 um2. The tools report the post-cts gate resize count as 0. The number of antenna violations at the first check in global routing was 0. In this run the critical path is formed by clkdlybuf4s50_1, ha_1, a21o_1, and4_1, o2111ai_2, a31oi_4, a211oi_4, o21ai_1, a21o_1, a31o_1, fa_1, xor2_1, clkdlybuf4s50_1. With the post-synthesis instance area at 2706 um2, the number of buffers inserted to repair setup after CTS is 0. The count of cells in the finished layout, fillers not included, comes to 563.

The origin of the worst min-delay path was b[61]. In this run, the number of DRC markers left after iteration 0 of detailed routing was 67. After detailed routing, the number of remaining DRC violations is 0. The pin closest to its max-slew limit shows a slew of 404.9 ps.

For this run, the chip area from Yosys synthesis comes to 2706 um2. The growth of design area from synthesis to finish is 75.31%. The largest area contributor in the netlist is sky130_fd_sc_hd__ha_1. From left edge to right edge, the die measures 84.26 um.

The die covers 7099 um2. Setup repair after global routing left no endpoint under its margin. The gate family responsible for the most delay along the worst path was AND-OR/OR-AND gates. The most common cell in the netlist was sky130_fd_sc_hd__ha_1. The final timing report lists a hold violation count of 0. By area the synthesized netlist is led by sky130_fd_sc_hd__ha_1 30%, sky130_fd_sc_hd__fa_1 24%, sky130_fd_sc_hd__xor2_1 10%.

The normalized max-slew margin is 72.76%, and the tally of OpenROAD warnings is 33. Summing all multi-input logic gate instances after layout gives 2631 um2. Detailed placement reports a standard cell area of 4745 um2.

The slowest cell on the critical path is sky130_fd_sc_hd__clkdlybuf4s50_1. The tools report the sort of element at the end of the critical path as an output pin. For the routability congestion estimate from global placement, the log shows 0.8452. Per the synthesis report, the number of distinct cell types is 36. The post-route netlist has 1.440% of its cells at a drive strength greater than 1.

The run gives 0 as the residual antenna-violating net count after detailed routing. Entering global routing, the biggest net connects 6 pins. In the Yosys report, the sequential cells make up 0% of the chip area. Ranked by instance count, the synthesized netlist is headed by 64 x sky130_fd_sc_hd__ha_1, 32 x sky130_fd_sc_hd__fa_1, 31 x sky130_fd_sc_hd__xor2_1.

Overall overflow remaining after global route: 0. In the finished design the tool counted flip-flops and latches totalling 0. The run gives 194 for the number of I/O port buffers. The critical path starts at a[0].

Worst vdd rail ir drop: 0.02779 mV. The count of synthesis-stage warnings from yosys is 0, and the total number of vias is 2913. The iteration count recorded for the first detailed-route pass is 21. For the setup total negative slack, the log shows 0 ps.

The tools report the via count of the first global-routing pass as 2798. The first global-routing pass estimated 12.44 mm of wire. The critical path's largest stage delay came out at 480 ps.

The number of maximum-capacitance violations recorded for the run is 0. Per the detailed-route log, wirelength across all metal layers totals 7.398 mm. The power report puts the leakage power at 0.002190 uW.
[per-layer routing]
metal  vias up  part of all wire (%)  routed length [um]  track usage [%]
li1       1469                     -                   -                -
met3         4                    11                 792            2.988
met4         0                  0.62                  46            1.567
met5         -                     0                   0                0
met2       114                    48                3524            36.89
met1      1326                    41                3035            32.01
[through the flow]
stage                     setup slack (ps)  power, uW  hold WS, ps
after global routing                  4451      245.9         6591
after global placement                4664      218.7         6548
after detailed placement              4632      220.9         6550
after floorplan                       5791      74.19         5587
final                                 4644      219.5         6549
after CTS                             4624      222.7         6554
[area by class of cell]
type	instances	area share [%]
multi-input cells	272	55.46
well taps	77	2.031
inverters	20	1.582
repair buffers	194	40.93
[report_power, final]
group / total [uW] / leakage [uW] / internal (uW) / switching, uW
Combinational: 220 / 0.00219 / 146 / 73.4
Sequential: 0 / 0 / 0 / 0
Clock: 0 / 0 / 0 / 0
[cell usage in the layout, fill, tap and decap left out, drive strengths merged, types with 3 or more instances in the layout]
| cell type | count |
|---|---|
| a31oi | 3 |
| inv | 20 |
| nor3 | 3 |
| clkdlybuf4s50 | 194 |
| o21ai | 18 |
| and4 | 4 |
| nand4 | 8 |
| nand2 | 18 |
| xor2 | 31 |
| nor2 | 5 |
| a21o | 28 |
| fa | 32 |
| nand3 | 5 |
| a21oi | 28 |
| o21bai | 4 |
| ha | 64 |
[cells by family after synthesis]
| kind of cell | count (synthesis) | share of synthesized area [%] |
|---|---|---|
| buf+inv | 20 | 2.774 |
| fa+ha+maj | 96 | 53.26 |
| compound gates | 93 | 23.53 |
| xor+xnor | 32 | 10.36 |
| simple gates | 51 | 10.08 |
[path summary, 6_finish.rpt]
check | to | cells past startpoint
setup / recovery | sum[55] | 13
hold / removal | sum[61] | 4
Power is estimated from default activity; no workload was simulated.
