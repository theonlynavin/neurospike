<file path="flow/run.sh">
#!/bin/bash
# OpenROAD 26Q1-2900-gdf79404cd8, Yosys 0.63+post, stock flow scripts
make -C /OpenROAD-flow-scripts/flow DESIGN_CONFIG=/design/flow/config.mk WORK_HOME=/design/flow/orfs finish
</file>
<file path="flow/config.mk">
export PLATFORM = sky130hd
export DESIGN_NAME = Q8_24_adder
export DESIGN_NICKNAME = Q8_24_adder
export VERILOG_FILES = /design/flow/design.v
export SDC_FILE = /design/flow/constraint.sdc
export NUM_CORES = 4
export LEC_CHECK = 1
export CORE_AREA = 10 10 87 87
export DIE_AREA = 0 0 97 97
</file>
<file path="flow/constraint.sdc">
current_design Q8_24_adder

set clk_period 10.0
set clk_io_pct 0.2

create_clock -name clk0 -period $clk_period

set non_clock_inputs [all_inputs -no_clocks]
set_input_delay [expr $clk_period * $clk_io_pct] -clock clk0 $non_clock_inputs
set_output_delay [expr $clk_period * $clk_io_pct] -clock clk0 [all_outputs]
</file>
<file path="flow/design.v">
module brentkung_32bit (
    input [31:0] a, b,    
    input cin,            
    output [31:0] sum,    
    output cout           
);
    wire [31:0] carry;                         
    wire [31:0] generate_g, propagate_p;       
    wire [15:0] generate_g2, propagate_p2;     
    wire [7:0] generate_g3, propagate_p3;      
    wire [3:0] generate_g4, propagate_p4;      
    wire [1:0] generate_g5, propagate_p5;      
    wire generate_g6, propagate_p6;            
    assign generate_g = a & b;                 
    assign propagate_p = a ^ b;                
    genvar i, j, k, l, m, n, s; 
    generate
        for (j = 0; j < 16; j = j + 1) begin: stage_2bit
            g2bits gen2bit (.g2(generate_g[2*j+1:2*j]), .p2(propagate_p[2*j+1]), .g2o(generate_g2[j]));
            p2bits prop2bit (.p2(propagate_p[2*j+1:2*j]), .p2o(propagate_p2[j]));
        end
        for (k = 0; k < 8; k = k + 1) begin: stage_4bit
            g2bits gen4bit (.g2(generate_g2[2*k+1:2*k]), .p2(propagate_p2[2*k+1]), .g2o(generate_g3[k]));
            p2bits prop4bit (.p2(propagate_p2[2*k+1:2*k]), .p2o(propagate_p3[k]));
        end
        for (l = 0; l < 4; l = l + 1) begin: stage_8bit
            g2bits gen8bit (.g2(generate_g3[2*l+1:2*l]), .p2(propagate_p3[2*l+1]), .g2o(generate_g4[l]));
            p2bits prop8bit (.p2(propagate_p3[2*l+1:2*l]), .p2o(propagate_p4[l]));
        end
        for (m = 0; m < 2; m = m + 1) begin: stage_16bit
            g2bits gen16bit (.g2(generate_g4[2*m+1:2*m]), .p2(propagate_p4[2*m+1]), .g2o(generate_g5[m]));
            p2bits prop16bit (.p2(propagate_p4[2*m+1:2*m]), .p2o(propagate_p5[m]));
        end
    endgenerate
    g2bits gen32bit (.g2(generate_g5[1:0]), .p2(propagate_p5[1]), .g2o(generate_g6));
    p2bits prop32bit (.p2(propagate_p5[1:0]), .p2o(propagate_p6));
    assign carry[0] = cin;                                     
    assign cout = generate_g6 | (propagate_p6 & cin);          
    assign carry[16] = generate_g5[0] | (propagate_p5[0] & cin);
    assign carry[8] = generate_g4[0] | (propagate_p4[0] & cin);
    assign carry[4] = generate_g3[0] | (propagate_p3[0] & cin);
    assign carry[2] = generate_g2[0] | (propagate_p2[0] & cin);
    assign carry[1] = generate_g[0] | (propagate_p[0] & cin);
    assign carry[12] = generate_g3[2] | (propagate_p3[2] & carry[8]);
    assign carry[20] = generate_g3[4] | (propagate_p3[4] & carry[16]);
    assign carry[3] = generate_g[2] | (propagate_p[2] & carry[2]);
    assign carry[24] = generate_g4[2] | (propagate_p4[2] & carry[16]);
    assign carry[28] = generate_g3[6] | (propagate_p3[6] & carry[24]);
    assign carry[6] = generate_g2[2] | (propagate_p2[2] & carry[4]);
    assign carry[10] = generate_g2[4] | (propagate_p2[4] & carry[8]);
    assign carry[14] = generate_g2[6] | (propagate_p2[6] & carry[12]);
    assign carry[18] = generate_g2[8] | (propagate_p2[8] & carry[16]);
    assign carry[22] = generate_g2[10] | (propagate_p2[10] & carry[20]);
    assign carry[26] = generate_g2[12] | (propagate_p2[12] & carry[24]);
    assign carry[30] = generate_g2[14] | (propagate_p2[14] & carry[28]);
    assign carry[5] = generate_g[4] | (propagate_p[4] & carry[4]);
    assign carry[7] = generate_g[6] | (propagate_p[6] & carry[6]);
    assign carry[9] = generate_g[8] | (propagate_p[8] & carry[8]);
    assign carry[11] = generate_g[10] | (propagate_p[10] & carry[10]);
    assign carry[13] = generate_g[12] | (propagate_p[12] & carry[12]);
    assign carry[15] = generate_g[14] | (propagate_p[14] & carry[14]);
    assign carry[17] = generate_g[16] | (propagate_p[16] & carry[16]);
    assign carry[19] = generate_g[18] | (propagate_p[18] & carry[18]);
    assign carry[21] = generate_g[20] | (propagate_p[20] & carry[20]);
    assign carry[23] = generate_g[22] | (propagate_p[22] & carry[22]);
    assign carry[25] = generate_g[24] | (propagate_p[24] & carry[24]);
    assign carry[27] = generate_g[26] | (propagate_p[26] & carry[26]);
    assign carry[29] = generate_g[28] | (propagate_p[28] & carry[28]);
    assign carry[31] = generate_g[30] | (propagate_p[30] & carry[30]);
    assign sum = a ^ b ^ carry;   
endmodule
module brentkung_64bit (
    input [63:0] a, b,    
    input cin,            
    output [63:0] sum,    
    output cout           
);
    wire cint;
    brentkung_32bit a1(a[31:0], b[31:0], cin, sum[31:0], cint);
    brentkung_32bit a2(a[63:32], b[63:32], cint, sum[63:32], cout);
endmodule
module g2bits(
    input [1:0] g2,      
    input p2,            
    output g2o           
);
    assign g2o = g2[1] | (g2[0] & p2);
endmodule
module p2bits(
    input [1:0] p2,      
    output p2o           
);
    assign p2o = p2[1] & p2[0];
endmodule
module Q8_24_adder (
	input signed [31:0] a,
	input signed [31:0] b,
	output signed [31:0] sum
);
	brentkung_32bit bk(a, b, 1'b0, sum, );
endmodule
module Q8_24_multiplier (
	input signed [31:0] a,
	input signed [31:0] b,
	output reg signed [31:0] product
);
	reg [31:0] am, bm;
	wire [63:0] productm;
	wallace_32bit w(am, bm, productm);
	always @(*) begin 
		if (a[31] == 0 && b[31] == 0) begin
			am = a; bm = b;
			product = productm[55:24];
		end
		else if (a[31] == 0 && b[31] == 1) begin
			am = a; bm = ~b;
			product = ~productm[55:24];
		end
		else if (a[31] == 1 && b[31] == 0) begin
			am = ~a; bm = b;
			product = ~productm[55:24];
		end
		else if (a[31] == 1 && b[31] == 1) begin
			am = ~a; bm = ~b;
			product = productm[55:24];
		end
	end
endmodule
module Q8_24_negate(
	input signed [31:0] num, 
	output signed [31:0] negnum
);
	brentkung_32bit twos_complement(~num, 32'h00000001, 1'b0, negnum, );
endmodule
</file>
==> impl_metrics.ini <==
; yosys + openroad results
[status]
status = finished, final reports clean

[sta]
setup_slack_ns = 2.610
finalClockPeriodUsage = 0.7390
whs_ns = 5.027
setup_viol = 0
finalHoldViolations = 0
tightest_slew_ns = 0.3919
fin_crit_ns = 7.390
setup_tns_ns = 0
drv_slew = 0
rsz0062_at_grt = false
maxSlewHeadroom = 0.7388
max_freq_mhz = 135.3

[detailed_routing]
num_vias = 1335
drt_iter0_markers = 10
antenna_cells = 0
wire_per_inst_um = 13.20
firstDrtPassIters = 3
remaining_drc_errors = 0
vias_per_cell = 4.421
ant_nets = 0
drt-total-wl_um = 3987

[floorplan]
io_pins = 96
rows = 27
die-height_um = 97
core_um2 = 5642
die_w_um = 97
dieArea_um2 = 9409
fp_util = 0.2220

[yosys]
synth.distinct_cells = 25
synth_seq_share = 0
syn_area_um2 = 1252
ys_area_um2 = 1252
syn_area_per_cell_um2 = 9.347
synth-warning-count = 0
synthCells = 134
yosys-stat-cells = 134

[hold_path]
hold_path.class = primary input to primary output

[place]
place_ws_ns = 2.559
dpl-instance-area_um2 = 2303
dp_cells = 302
dpl.hpwl_um = 3813
port_buffers = 96
finalWeightedCongestion = 0.8085

[finish]
seq_area_um2 = 0
area_delta_synth_final_pct = 83.92
design_area_um2 = 2303
n_sequential_cell = 0
drive_gt1_frac = 0.03043
nClkBuffers = 0
final_cells = 302
fin_util = 0.4083

[power]
internal-power_uw = 97.29
powerDensity_nw_per_um2 = 63.31
power_frac_clock = 0
power_leakage_nw = 1.021
finalPower_uw = 145.8
switchingPower_uw = 48.54
p_comb_frac = 1.000
peakVddDrop_mv = 0.02510
switching_share = 0.3329
pwr-share-seq = 0

[worst_setup_path]
worst_setup_path_start_kind = primary input
cp.required_ns = 8.00
critPathKind = primary input to primary output
cp.arrival_ns = 5.39
end_kind = primary output
path_max_fanout = 5

[grt]
grt_pass1_wl_um = 6658
grt_pass1_vias = 1422
grt_max_degree = 6
antenna_found_initial = 0
grtUsageTotal = 0.08248
grt_overflow = 0

[clock_network]
hold_buffers = 0
cts_setup_buffers = 0
postCtsResizedCells = 0

[run]
drv_cap = 0
warnings = 32
-- area by class of cell --
class	instances	area, um2
Timing Repair Buffer	96	960.9
Multi-Input combinational cell	122	1207
Tap cell	72	90.09
Inverter	12	45.04
Fill cell	572	3338
-- power groups by stage --
stage | Combinational, mW | Sequential [mW] | Clock, mW
finish | 0.146 | 0 | 0
global route | 0.165 | 0 | 0
CTS | 0.150 | 0 | 0
-- worst max-delay path, stage by stage --
cell	delay, ns
clkdlybuf4s50_1	0.40
ha_1	0.21
fa_1	0.42
a211oi_2	0.26
o211ai_2	0.13
a41o_4	0.30
a21oi_4	0.20
nor3_1	0.07
or3b_1	0.39
fa_1	0.38
xor2_1	0.14
clkdlybuf4s50_1	0.49
-- routing by layer --
metal,part of all wire,up-vias,GRT usage
li1,-,675,-
met1,0.44,591,0.1054
met2,0.41,69,0.1227
met3,0.15,0,0.05158
met4,0,0,0
met5,0,-,0
-- synthesized netlist by cell type, drive strengths merged (2+ instances only) --
cell | instances | area (um2)
nand2 | 9 | 33.78
o211ai | 3 | 27.52
o21ai | 6 | 30.03
nand4 | 2 | 12.51
nor3 | 2 | 10.01
inv | 12 | 45.04
and3 | 2 | 12.51
a31o | 3 | 26.28
xor2 | 11 | 96.34
a21o | 8 | 60.06
fa | 16 | 320.3
a21oi | 14 | 81.33
nor2 | 4 | 15.01
ha | 29 | 362.9
xnor2 | 5 | 43.79
-- worst paths after layout --
kind / depth (start not counted) / start / slack (ns) / to
worst max-delay path: 12 / a[0] / 2.61 / sum[23]
worst min-delay path: 3 / b[0] / 5.03 / sum[0]
-- placed cells by master (no fill, tap or decap), types with 2 or more instances in the layout --
| cell type | count |
|---|---|
| and3_1 | 2 |
| nor3_1 | 2 |
| ha_1 | 29 |
| xnor2_1 | 5 |
| inv_1 | 12 |
| o21ai_0 | 6 |
| nand2_1 | 9 |
| nor2_1 | 4 |
| clkdlybuf4s50_1 | 96 |
| a31o_2 | 3 |
| xor2_1 | 11 |
| a21o_1 | 8 |
| a21oi_1 | 13 |
| fa_1 | 16 |
| nand4_1 | 2 |
| o211ai_1 | 2 |
-- cells by family after synthesis --
| group | synth area share |
|---|---|
| adder cells (fa/ha/maj) | 0.5455 |
| AND-OR/OR-AND | 0.2238 |
| AND/OR/NAND/NOR | 0.08291 |
| XOR/XNOR | 0.1119 |
| buffers and inverters | 0.03596 |
Power is estimated from default activity; no workload was simulated.
